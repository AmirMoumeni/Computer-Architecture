**config.mk**
```make
export PLATFORM = sky130hd
export DESIGN_NAME = RegisterFile
export DESIGN_NICKNAME = RegisterFile
export VERILOG_FILES = /design/flow/design.v
export SDC_FILE = /design/flow/constraint.sdc
export NUM_CORES = 4
export LEC_CHECK = 1
export CORE_UTILIZATION = 40
```
**constraint.sdc**
```tcl
current_design RegisterFile

set clk_period 6.0
set clk_io_pct 0.2

create_clock -name clk0 -period $clk_period [get_ports {clk}]

set non_clock_inputs [all_inputs -no_clocks]
set_input_delay [expr $clk_period * $clk_io_pct] -clock clk0 $non_clock_inputs
set_output_delay [expr $clk_period * $clk_io_pct] -clock clk0 [all_outputs]
```
**design.v**
```verilog
module RegisterFile(clk, RegWrite, readRegister1, readRegister2,
                    writeRegister, WriteData, ReadData1, ReadData2);
    parameter WordLen = 32;
    parameter WordCount = 32;
    input RegWrite, clk;
    input [$rtoi($ceil($clog2(WordCount)))-1:0] readRegister1, readRegister2, writeRegister;
    input [WordLen-1:0] WriteData;
    output [WordLen-1:0] ReadData1, ReadData2;
    reg [WordLen-1:0] registerFile [0:WordCount-1];
    initial 
        registerFile[0] = 32'd0;
    always @(posedge clk) begin
        if (RegWrite & (|writeRegister))
            registerFile[writeRegister] <= WriteData;
    end
    assign ReadData1 = registerFile[readRegister1];
    assign ReadData2 = registerFile[readRegister2];
endmodule
```
**run.sh**
```bash
#!/bin/bash
# OpenROAD 26Q1-2900-gdf79404cd8, Yosys 0.63+post, stock flow scripts
make -C /OpenROAD-flow-scripts/flow DESIGN_CONFIG=/design/flow/config.mk WORK_HOME=/design/flow/orfs finish
```
==> notes.md <==
State of the implementation.

- The maximum fanout encountered on the critical timing path is 26, for reference.
- STA classifies the critical path startpoint as an input port.
- The die span in x is 351 um, for reference.
- The flow ran to the end, and the final reports show no timing, DRC or antenna violations.
- The H-tree was split into 3 levels.
- The buffer depth of the longest clock path is 3, for reference.
- The fraction of synthesized area in multiplexers is 21.0%, for reference.
- The number of I/O port buffers is 112, for reference.
- After legalization and detailed placement, the total HPWL measured 86,100 um.
- The shortest period the worst path allows is 5.35 ns, for reference.
- The critical path contains buffers and inverters numbering 3 combined.
- According to the floorplan report, the die height is 351 um.
- In this run the standard cell core region covers 120,000 um2.
- TritonRoute reported its final design rule violation total as 0.
- The clock input transition at the sequential cells of the worst setup and hold paths is 0.06 ns, for reference.
- The buffer type at the clock tree root is clkbuf_16, for reference.
- The number of cells in the yosys synthesis report is 3,386, for reference.
- The analysis reports a worst IR drop on VDD of 219 uV.
- In the final layout, the registers with the most flip-flops are registerFile x1024.
- Max-slew check failures listed in the final report amount to 0.
- The number of failing hold endpoints at the final stage is 0, for reference.
- The initial antenna violation count is 5, for reference.
- The total of cells resized after clock tree synthesis is 0, for reference.
- The site row count is 127, for reference.
- Entering global routing, the biggest net connects 74 pins.
- For this block, the initial DRC count from the detailed router was 1,867.
- For this run, the total global-route usage over all layers was measured as 26.2%.
- The detail route stage leaves a number of antenna-violating nets equal to 0.
- Counting stages on the worst path, the most repeated cell is clkdlybuf4s50_1.
- STA puts the critical path data required time at 4.80 ns.
- The data arrival at the endpoint of the critical path is 4.15 ns, for reference.
- TritonCTS built the clock tree.
- The number of OpenROAD warnings is 26, for reference.
- Counting flops per register, the top entry is registerFile.
- The timing report attributes the biggest portion of critical-path delay to buffers and inverters.
- According to the CTS report, the clock sink count is 1,024.
- The register with the most flip-flops in the layout has 1,024 of them.
- For this design the static power due to leakage is 20.6 nW.
- Of the cells placed in the final design, the portion with a size suffix greater than 1 is 10.4%.
- Based on the critical path, the design can be clocked at up to 187 MHz.
- The count of boundary I/O pins is 113, for reference.
- The cell-mix breakdown from Yosys lists the adder-cell area share as 0%.
- The total power of the final layout is 16.1 mW, for reference.
- After global routing the overflow that remains totals 0.
- The Yosys chip area is 48,800 um2, for reference.
- The quantity of hold-fixing buffers added after cts is 0, for reference.
- The share of synthesized cell area in and, or, nand and nor gates is 4.71%, for reference.
- The post-detailed-route wirelength per cell is 28.6 um, for reference.
- The synthesized instance count is 3,386, for reference.
- STA classifies the critical path endpoint as an output port.
- In this run the critical path is formed by clkdlybuf4s50_1 -> nor2b_4 -> buf_12 -> a22o_1 -> nor3_1 -> a31oi_1 -> nand3_1 -> clkdlybuf4s50_1.
- The slew at the pin closest to its max-slew limit is 1.07 ns, for reference.
- Setup repair after global routing left no endpoint under its margin.
- The overall via count from detail_route is 30,900, for reference.
- The synthesis warning total is 1, for reference.
- After synthesis, the mean cell area works out to 14.4 um2.
- The timing report shows that the slowest cell on the worst path is clkdlybuf4s50_1.
- The max-cap violation count is 0, for reference.
- The power density of the placed cells is 286 nW/um2, for reference.
- The post-synthesis to final-layout area growth is 15.1%, for reference.
- In the setup report, the worst path falls into the class in -> out.
- The total die size is 123,000 um2, for reference.
- After layout, the worst setup slack is 0.650 ns.
- The sum of negative setup slack is 0 ns, for reference.
- The weighted congestion reported at the end of routability-driven placement is 0.876, for reference.
- The main kind of combinational logic by area is multiplexers, for reference.
- The XOR/XNOR share of the synthesized area is 0%, for reference.
- The number of buffers added for setup after CTS is 0, for reference.
- The largest incremental delay on the critical path is 0.69 ns, for reference.
- After detailed routing, the total wire length is 151,000 um.
- The ratio of final minimum period to clock period is 89.2%, for reference.
- The worst-case max-slew headroom was logged as 28.3%.
- The TritonCTS buffer count is 106, for reference.
- Of the total synthesized cell area, the portion taken by AND-OR and OR-AND cells is 8.05%.
- In the log, the iteration count for the first detailed-route pass is 5.
- The share of synthesized area occupied by flip-flops and latches is 63.1%, for reference.
- Once synthesis finished, the tally of register bits stood at 1,024.
- The number of distinct standard cells referenced by the synthesized netlist is 24, for reference.
- In this run the cell area of the synthesized design comes to 48,800 um2.
- STA reports the tightest min-delay check as being of type in -> reg.
- Per the detail_route report, vias per standard cell equal 5.88.
- The number of global-route vias before repair came to 31,900.
- Logged for this run, the post-placement worst setup slack is 0.653 ns.
- Ranking logic cells in the layout by count gives the top entries 1,024 x mux2i_1, 1,024 x edfxtp_1, 194 x nand3_1, 193 x nand2_1.
- The setup-violating endpoint count in the final report is 0, for reference.
- At the floorplan stage, the core utilization is reported as 40.5%.
- The global-route wire length before repair is 215,000 um, for reference.
==> cell usage after synthesis (all sizes together) <==
| cell type | number | area, um2 |
|---|---|---|
| and2 | 2 | 12.5 |
| nand3 | 194 | 971 |
| or3b | 3 | 26.3 |
| conb | 1 | 3.75 |
| nor3 | 64 | 320 |
| buf | 167 | 1200 |
| a22oi | 192 | 1440 |
| nand2b | 4 | 25.0 |
| a22o | 128 | 1120 |
| nor2 | 34 | 128 |
| or3 | 1 | 6.26 |
| nor2b | 4 | 25.0 |
| nand2 | 195 | 732 |
| clkbuf | 86 | 338 |
| or2 | 2 | 12.5 |
| nand3b | 5 | 37.5 |
| a31oi | 64 | 400 |
| mux2i | 1024 | 10200 |
| a21oi | 192 | 961 |
| edfxtp | 1024 | 30700 |
==> report_power, final <==
group          leakage, nW  switching (mW)  total, mW  internal, mW
Sequential            9.25          0.0404       8.02          7.98
Combinational         9.71           0.922       1.52         0.599
Clock                 1.68            2.77       6.53          3.76
Total                 20.6            3.74       16.1          12.3
==> final timing paths <==
check / from / endpoint / cells past startpoint
worst max-delay path: readRegister2[0] / ReadData2[11] / 8
worst min-delay path: WriteData[1] / registerFile[8][1] / 2
==> stage by stage <==
step,instances,hold slack [ns],instance area (um2),utilization (%)
final,5257,1.33,56100,46.6
after global routing,5255,1.33,56100,46.6
after CTS,5255,1.30,56100,46.6
after detailed placement,5058,2.03,52700,43.7
after global placement,5058,2.03,52700,43.7
after floorplan,3417,1.30,48900,-
==> kinds of logic (layout without fill, tap and decap cells) <==
family                 count (synthesis)  in the layout
AND/OR/NAND/NOR                      508            508
multiplexers                        1024           1024
flip-flops                          1024           1024
other                                  1             34
AND-OR/OR-AND                        576            576
buffers and inverters                253            479
==> layer usage <==
layer	wire length, um	GRT usage, %
met1	55500	34.2
met2	68600	38.2
met3	20900	15.4
met4	5390	7.85
met5	168	0.981
==> layout make-up <==
type | count | area, um2
multi-input combinational | 2140 | 16900
tap | 1612 | 2020
antenna | 2 | 5.00
clock buffer | 124 | 2760
sequential | 1024 | 30700
clock inverter | 73 | 673
timing repair buffer | 282 | 3030
fill | 10400 | 64300
Power and IR drop assume default switching activity.
